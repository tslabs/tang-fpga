==> flow/design.v <==
module cpu
(
  input wire clk,
  input wire res,
  output wire [31:0] a,
  input wire [17:0] din,
  output wire [17:0] dout,
  output wire wr
);
  localparam I_LL = 2'b00;
  localparam I_LH = 2'b01;
  localparam I_RI = 2'b10;
  localparam I_RR = 2'b11;
  localparam OP_LD    = 4'd0;
  localparam OP_ADD   = 4'd1;
  localparam OP_SUB   = 4'd2;
  localparam OP_AND   = 4'd3;
  localparam OP_OR    = 4'd4;
  localparam OP_XOR   = 4'd5;
  localparam OP_TST   = 4'd6;
  localparam OP_CP    = 4'd7;
  localparam OP_MUL   = 4'd8;
  localparam OP_DIV   = 4'd9;
  localparam OP_RD    = 4'd10;
  localparam OP_WR    = 4'd11;
  localparam OP_SH    = 4'd12;
  localparam OP_13    = 4'd13;
  localparam OP_14    = 4'd14;
  localparam OP_MISC  = 4'd15;
  localparam SH_RL  = 3'd0;
  localparam SH_RLC = 3'd1;
  localparam SH_SL0 = 3'd2;
  localparam SH_SL1 = 3'd3;
  localparam SH_RR  = 3'd4;
  localparam SH_RRC = 3'd5;
  localparam SH_SRU = 3'd6;
  localparam SH_SRS = 3'd7;
  localparam IM_SKIP = 8'b11111110;
  localparam IM_RSEL = 8'b11111111;
  reg [31:0] r[0:15];    
  reg c, z;
  reg [3:0] r_pfx;       
  wire [17:0] i = din;
  reg di_valid = 1'b0;
  wire [17:0] d = 18'b0;
  assign a = r[15];
  assign dout = d;
  assign wr = 1'b0;
  always @(posedge clk)
  begin
    if (res)
    begin
      r[15] <= 0;
      r_pfx <= 0;
      di_valid = 0;
    end
    else
    begin
      di_valid <= 1'b1;
      r[15] <= r[15] + 32'b1;
      if (di_valid)
        case (i[17:16])
          I_LL:
          begin
            r[r_pfx][15:0] <= i[15:0];   
            r[r_pfx][31:16] <= 0;        
          end
          I_LH:
            r[r_pfx][31:16] <= i[15:0];  
          I_RI:
          begin
            r_pfx <= 0;    
            case (i[15:12])
              OP_LD   : r[i[11:8]] <= i[7:0];
              OP_ADD  : r[i[11:8]] <= r[i[11:8]] + i[7:0];
              OP_SUB  : r[i[11:8]] <= r[i[11:8]] - i[7:0];
              OP_AND  : r[i[11:8]] <= r[i[11:8]] & i[7:0];
              OP_OR   : r[i[11:8]] <= r[i[11:8]] | i[7:0];
              OP_XOR  : r[i[11:8]] <= r[i[11:8]] ^ i[7:0];
              OP_TST  : z <= ~|{r[i[11:8]][7:0] & i[7:0]};
              OP_SH:
                case (i[7:5])
                  SH_RL : begin r[i[11:8]] <= {r[i[11:8]][30:0], c}; c <= r[i[11:8]][31]; end
                  SH_RLC: begin r[i[11:8]] <= {r[i[11:8]][30:0], r[i[11:8]][31]}; c <= r[i[11:8]][31]; end
                  SH_SL0: begin r[i[11:8]] <= {r[i[11:8]][30:0], 1'b0}; c <= r[i[11:8]][31]; end
                  SH_SL1: begin r[i[11:8]] <= {r[i[11:8]][30:0], 1'b1}; c <= r[i[11:8]][31]; end
                  SH_RR : begin r[i[11:8]] <= {c, r[i[11:8]][31:1]}; c <= r[i[11:8]][0]; end
                  SH_RRC: begin r[i[11:8]] <= {r[i[11:8]][0], r[i[11:8]][31:1]}; c <= r[i[11:8]][0]; end
                  SH_SRU: begin r[i[11:8]] <= {1'b0, r[i[11:8]][31:1]}; c <= r[i[11:8]][0]; end
                  SH_SRS: begin r[i[11:8]] <= {r[i[11:8]][31], r[i[11:8]][31:1]}; c <= r[i[11:8]][0]; end
                endcase  
            endcase  
          end
          I_RR:
          begin
            r_pfx <= 0;    
            case (i[15:12])
              OP_LD   : r[i[11:8]] <= r[i[7:4]];
              OP_ADD  : r[i[11:8]] <= r[i[7:4]] + r[i[3:0]];
              OP_SUB  : r[i[11:8]] <= r[i[7:4]] - r[i[3:0]];
              OP_AND  : r[i[11:8]] <= r[i[7:4]] & r[i[3:0]];
              OP_OR   : r[i[11:8]] <= r[i[7:4]] | r[i[3:0]];
              OP_XOR  : r[i[11:8]] <= r[i[7:4]] ^ r[i[3:0]];
              OP_TST  : z <= ~|{r[i[7:4]] & r[i[3:0]]};
              OP_SH:
                case (i[7:5])
                  SH_RL : begin r[i[11:8]] <= {r[i[7:4]][30:0], c}; c <= r[i[7:4]][31]; end
                  SH_RLC: begin r[i[11:8]] <= {r[i[7:4]][30:0], r[i[7:4]][31]}; c <= r[i[7:4]][31]; end
                  SH_SL0: begin r[i[11:8]] <= {r[i[7:4]][30:0], 1'b0}; c <= r[i[7:4]][31]; end
                  SH_SL1: begin r[i[11:8]] <= {r[i[7:4]][30:0], 1'b1}; c <= r[i[7:4]][31]; end
                  SH_RR : begin r[i[11:8]] <= {c, r[i[7:4]][31:1]}; c <= r[i[7:4]][0]; end
                  SH_RRC: begin r[i[11:8]] <= {r[i[7:4]][0], r[i[7:4]][31:1]}; c <= r[i[7:4]][0]; end
                  SH_SRU: begin r[i[11:8]] <= {1'b0, r[i[7:4]][31:1]}; c <= r[i[7:4]][0]; end
                  SH_SRS: begin r[i[11:8]] <= {r[i[7:4]][31], r[i[7:4]][31:1]}; c <= r[i[7:4]][0]; end
                endcase   
              OP_MISC:
                case (i[11:4])
                  IM_RSEL:
                    r_pfx <= i[3:0];   
                  IM_SKIP:
                    ;
                endcase  
            endcase   
          end
        endcase   
    end
  end
endmodule
==> flow/run.sh <==
#!/bin/bash
# OpenROAD 26Q1-2900-gdf79404cd8, Yosys 0.63+post, stock flow scripts
make -C /OpenROAD-flow-scripts/flow DESIGN_CONFIG=/design/flow/config.mk WORK_HOME=/design/flow/orfs finish
==> flow/config.mk <==
export PLATFORM = sky130hd
export DESIGN_NAME = cpu
export DESIGN_NICKNAME = cpu
export VERILOG_FILES = /design/flow/design.v
export SDC_FILE = /design/flow/constraint.sdc
export NUM_CORES = 4
export LEC_CHECK = 1
export CORE_UTILIZATION = 40
==> flow/constraint.sdc <==
current_design cpu

set clk_period 21.5
set clk_io_pct 0.2

create_clock -name clk0 -period $clk_period [get_ports {clk}]

set non_clock_inputs [all_inputs -no_clocks]
set_input_delay [expr $clk_period * $clk_io_pct] -clock clk0 $non_clock_inputs
set_output_delay [expr $clk_period * $clk_io_pct] -clock clk0 [all_outputs]
==> out/results.ini <==
[yosys]
synth_cells=3642
ys_cells=3642
topCombFamilyByArea=AND-OR/OR-AND gates
synth-simple-area-share=0.131
synth-async-reset-ratio=0
ys_sh_adder=0.0521
synth.top_cell.area_share=0.381
syn_area_sq_um=37900
mux_share=0.151
ys_types=114
numSynthFlops=518
synth-edff-count=481
ys_seq_share=0.401
top_area_cell=edfxtp_1
top_cells_by_area=edfxtp_1 38%, mux4_2 11%, ha_1 5.1%
yosysWarnings=1
ff_type=edfxtp_1
xor_share=0.0220
postSynthAreaPerCell_sq_um=10.4
synthAoiAreaFrac=0.195
yosysChipArea_sq_um=37900

[critical_path]
r2r_slack_ns=12.61
r2r_end=r[1][28]
rr_startpoint=di_valid
reg2reg_depth=25
cp.arrival_ns=13.30
worstSetupEndpointType=flip-flop
cp_data_required_time_ns=21.86
path_max_fanout=42
crit_type=in -> reg
cp-start-kind=input port

[clock_tree]
cts_setup_buffers=0
clk_pin_slew_ns=0.06
numCtsBuffers=53
cts_max_level=2
post_cts_resized=0
cts_buffer_depth=3
clk_latency_ns=0.64
cts.sinks=518
root_buffer=clkbuf_16
cts_tree=yes
hold_buffers=0

[die]
chipArea_sq_um=96000
die_x_um=310
die_h_um=310
fp_util=0.405
io_pins=71
design.core.area_sq_um=93600
rows=112

[global_route]
grt-ovfl-total=0
grt_pass1_vias=33324
grt_usage=0.364
grt_pass1_wl_um=235000
grt_max_degree=67
antenna_found_initial=6

[finish]
area_delta_synth_final_pct=11.4
layout-drive-gt1-share=0.161

[power]
cellLeakagePower_nw=15.1
p_per_area_nw_per_um2=66.1
peakVddDrop_mv=0.0702

[drt]
dr.pass1.iters=6
drc=0
first_iter_violations=3457
routed_wl_um=164000
num_vias=33454
routedWlPerCell_um=32.9
detail-route-antenna-nets=0
via_per_inst=6.72

[final_timing]
tns_ns=0
hold_viol_final=0
post-route-period-util=0.602
rsz0062_at_grt=no
setup_violations=0
setup_ws_ns=8.56
relSlewSlack=0.308
finalClockSkew_ns=0.0328
finalCriticalPeriod_ns=12.94
timing.hold.ws_ns=0.509
clock.fmax_mhz=77.3
slew_viol_final=0
worst-slew-pin-transition_ns=1.04

[worst_hold_path]
hp-class=reg -> reg
worstHoldPathCells=1
holdPathEnd=r_pfx[0]
min_from=r_pfx[0]

[place]
place.gp.congestion=1.05
portBuffers=51
pre_cts_slack_ns=8.25
hpwl_um=112000

[job]
maxCapViolCount=0
tool_warnings=136

[status]
status=finished, final reports clean

report_power, final:
group          internal [W]  switching, W
Clock              0.000575      0.000418
Combinational      0.000229      0.000451
Sequential          0.00111    0.00000361
Total               0.00192      0.000873
sequential cells by signal (all words and copies together), names as in the netlist:
register and cells:
r 512, r_pfx 4, c 1, di_valid 1
critical path, cell delays in order:
cell             delay (ns)
clkdlybuf4s50_1        0.87
and4b_1                0.81
o2111ai_2              0.19
buf_4                  0.31
nand2_4                0.34
buf_4                  0.56
mux2i_1                0.16
mux4_2                 0.47
mux2i_1                0.78
ha_1                   0.35
inv_1                  0.09
fa_1                   0.46
nor2b_1                0.15
o31a_1                 0.31
o221ai_1               0.22
a21boi_0               0.37
a221oi_1               0.24
o31ai_1                0.43
or4_1                  0.29
nand3_1                0.12
a21oi_1                0.27
xnor2_1                0.16
a22oi_1                0.08
a221oi_1               0.49
o21ai_0                0.15
buf_4                  0.23
per-layer routing:
layer / vias up / track usage / part of all wire
met3: 553 / 0.254 / 0.18
met1: 15979 / 0.442 / 0.34
li1: 14251 / - / -
met2: 2651 / 0.493 / 0.41
met4: 20 / 0.169 / 0.061
met5: - / 0.0430 / 0.0036
cells in the mapped netlist, types with 26 or more instances:
cell / number
buf_4: 36
nand4_1: 35
o21ai_0: 162
clkbuf_1: 144
xnor2_1: 59
a311oi_1: 31
xor2_1: 36
a21o_1: 42
ha_1: 153
nand3_1: 99
o31ai_1: 28
buf_1: 32
a31oi_1: 44
o22ai_1: 34
nor3_1: 92
a21oi_1: 290
buf_2: 62
o211ai_1: 42
o221ai_1: 33
inv_1: 127
mux2i_1: 142
nand2b_1: 26
edfxtp_1: 481
nor2_1: 246
mux4_2: 179
a211oi_1: 69
dfxtp_1: 37
nand2_1: 354
and3_1: 66
kinds of logic after synthesis:
kind of cell             after synthesis
AND-OR/OR-AND                       1073
AND/OR/NAND/NOR                     1037
flip-flops                           518
buffers and inverters                417
multiplexers                         345
adder cells (fa/ha/maj)              156
XOR/XNOR                              95
other                                  1
cell type report:
| cell class | instances | area (sq um) |
|---|---|---|
| sequential | 518 | 15200 |
| tap | 1254 | 1570 |
| inverter | 135 | 507 |
| antenna | 5 | 12.5 |
| timing repair buffer | 246 | 1960 |
| clock inverter | 41 | 460 |
| multi-input combinational | 2725 | 21100 |
| fill | 8721 | 51400 |
| clock buffer | 57 | 1380 |
layout by cell type, fill, tap and decap left out, types with 99 or more instances in the layout:
master | netlist | routed
mux4_2 | 179 | 179
ha_1 | 153 | 153
mux2i_1 | 142 | 141
nand2_1 | 354 | 353
a21oi_1 | 290 | 290
nand3_1 | 99 | 99
inv_1 | 127 | 126
buf_4 | 36 | 199
nor2_1 | 246 | 211
edfxtp_1 | 481 | 481
o21ai_0 | 162 | 160
stage by stage:
stage               area [sq um]  total power (W)  utilization  instances
global route               42200          0.00288        0.451       4977
global placement           40400          0.00179        0.431       4878
detailed placement         40400          0.00179        0.431       4878
floorplan                  38000          0.00157            -       3660
CTS                        42200          0.00278        0.451       4976
finish                     42200          0.00279        0.451       4981
worst max-delay path by stage:
stage                   start  depth (start not counted)  slack, ns       end
after global routing  din[17]                         26       8.15  r[4][28]
final                 din[17]                         26       8.56  r[1][28]
after CTS             din[17]                         26       8.85  r[1][28]
Power figures rest on the tool's default switching activity, not on a simulated workload.
