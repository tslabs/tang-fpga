==> flow/design.v <==
module testpattern
(
  input              I_pxl_clk   , 
  input              I_rst_n     , 
  input      [2:0]   I_mode      , 
  input      [7:0]   I_single_r  ,
  input      [7:0]   I_single_g  ,
  input      [7:0]   I_single_b  ,
  input      [11:0]  I_h_total   , 
  input      [11:0]  I_h_sync    , 
  input      [11:0]  I_h_bporch  , 
  input      [11:0]  I_h_res     , 
  input      [11:0]  I_v_total   , 
  input      [11:0]  I_v_sync    , 
  input      [11:0]  I_v_bporch  , 
  input      [11:0]  I_v_res     , 
  input              I_hs_pol    , 
  input              I_vs_pol    , 
  output             O_de        ,
  output reg         O_hs        , 
  output reg         O_vs        , 
  output     [7:0]   O_data_r    ,
  output     [7:0]   O_data_g    ,
  output     [7:0]   O_data_b    ,
  output reg [11:0]  H_cnt       ,
  output reg [11:0]  V_cnt
);
localparam N = 5;  
localparam  WHITE   = {8'd255 , 8'd255 , 8'd255 }; 
localparam  YELLOW  = {8'd0   , 8'd255 , 8'd255 };
localparam  CYAN    = {8'd255 , 8'd255 , 8'd0   };
localparam  GREEN   = {8'd0   , 8'd255 , 8'd0   };
localparam  MAGENTA = {8'd255 , 8'd0   , 8'd255 };
localparam  RED     = {8'd0   , 8'd0   , 8'd255 };
localparam  BLUE    = {8'd255 , 8'd0   , 8'd0   };
localparam  BLACK   = {8'd0   , 8'd0   , 8'd0   };
wire          Pout_de_w    ;
wire          Pout_hs_w    ;
wire          Pout_vs_w    ;
reg  [N-1:0]  Pout_de_dn   ;
reg  [N-1:0]  Pout_hs_dn   ;
reg  [N-1:0]  Pout_vs_dn   ;
wire       De_pos;
wire       De_neg;
wire       Vs_pos;
reg  [11:0]   De_vcnt     ;
reg  [11:0]   De_hcnt     ;
reg  [11:0]   De_hcnt_d1  ;
reg  [11:0]   De_hcnt_d2  ;
reg  [11:0]   Color_trig_num;
reg           Color_trig    ;
reg  [3:0]    Color_cnt     ;
reg  [23:0]   Color_bar     ;
reg           Net_h_trig;
reg           Net_v_trig;
wire [1:0]    Net_pos   ;
reg  [23:0]   Net_grid  ;
reg  [23:0]   Gray;
reg  [23:0]   Gray_d1;
wire [23:0]   Single_color;
wire [23:0]   Data_sel;
reg  [23:0]   Data_tmp ;
reg [31:0] rnd = 1;
always@(posedge I_pxl_clk or negedge I_rst_n)
begin
  if(!I_rst_n)
    V_cnt <= 12'd0;
  else
    begin
      if((V_cnt >= (I_v_total-1'b1)) && (H_cnt >= (I_h_total-1'b1)))
        V_cnt <= 12'd0;
      else if(H_cnt >= (I_h_total-1'b1))
        V_cnt <=  V_cnt + 1'b1;
      else
        V_cnt <= V_cnt;
    end
end
always @(posedge I_pxl_clk or negedge I_rst_n)
begin
  if(!I_rst_n)
    H_cnt <=  12'd0;
  else if(H_cnt >= (I_h_total-1'b1))
    H_cnt <=  12'd0 ;
  else
    H_cnt <=  H_cnt + 1'b1 ;
end
assign  Pout_de_w = ((H_cnt>=(I_h_sync+I_h_bporch))&(H_cnt<=(I_h_sync+I_h_bporch+I_h_res-1'b1)))&
                    ((V_cnt>=(I_v_sync+I_v_bporch))&(V_cnt<=(I_v_sync+I_v_bporch+I_v_res-1'b1))) ;
assign  Pout_hs_w =  ~((H_cnt>=12'd0) & (H_cnt<=(I_h_sync-1'b1))) ;
assign  Pout_vs_w =  ~((V_cnt>=12'd0) & (V_cnt<=(I_v_sync-1'b1))) ;
always@(posedge I_pxl_clk or negedge I_rst_n)
begin
  if(!I_rst_n)
    begin
      Pout_de_dn  <= {N{1'b0}};
      Pout_hs_dn  <= {N{1'b1}};
      Pout_vs_dn  <= {N{1'b1}};
    end
  else
    begin
      Pout_de_dn  <= {Pout_de_dn[N-2:0],Pout_de_w};
      Pout_hs_dn  <= {Pout_hs_dn[N-2:0],Pout_hs_w};
      Pout_vs_dn  <= {Pout_vs_dn[N-2:0],Pout_vs_w};
    end
end
assign O_de = Pout_de_dn[4]; 
always@(posedge I_pxl_clk or negedge I_rst_n)
begin
  if(!I_rst_n)
    begin
      O_hs  <= 1'b1;
      O_vs  <= 1'b1;
    end
  else
    begin
      O_hs  <= I_hs_pol ? ~Pout_hs_dn[3] : Pout_hs_dn[3] ;
      O_vs  <= I_vs_pol ? ~Pout_vs_dn[3] : Pout_vs_dn[3] ;
    end
end
assign De_pos  = !Pout_de_dn[1] & Pout_de_dn[0];  
assign De_neg  = Pout_de_dn[1] && !Pout_de_dn[0]; 
assign Vs_pos  = !Pout_vs_dn[1] && Pout_vs_dn[0]; 
always @(posedge I_pxl_clk or negedge I_rst_n)
begin
  if(!I_rst_n)
    De_hcnt <= 12'd0;
  else if (De_pos == 1'b1)
    De_hcnt <= 12'd0;
  else if (Pout_de_dn[1] == 1'b1)
    De_hcnt <= De_hcnt + 1'b1;
  else
    De_hcnt <= De_hcnt;
end
always @(posedge I_pxl_clk or negedge I_rst_n)
begin
  if(!I_rst_n)
    De_vcnt <= 12'd0;
  else if (Vs_pos == 1'b1)
    De_vcnt <= 12'd0;
  else if (De_neg == 1'b1)
    De_vcnt <= De_vcnt + 1'b1;
  else
    De_vcnt <= De_vcnt;
end
always @(posedge I_pxl_clk or negedge I_rst_n)
begin
  if(!I_rst_n)
    Color_trig_num <= 12'd0;
  else if (Pout_de_dn[1] == 1'b0)
    Color_trig_num <= I_h_res[11:3];  
  else if ((Color_trig == 1'b1) && (Pout_de_dn[1] == 1'b1))
    Color_trig_num <= Color_trig_num + I_h_res[11:3];
  else
    Color_trig_num <= Color_trig_num;
end
always @(posedge I_pxl_clk or negedge I_rst_n)
begin
  if(!I_rst_n)
    Color_trig <= 1'b0;
  else if (De_hcnt == (Color_trig_num-1'b1))
    Color_trig <= 1'b1;
  else
    Color_trig <= 1'b0;
end
always @(posedge I_pxl_clk or negedge I_rst_n)
begin
  if(!I_rst_n)
    Color_cnt <= 3'd0;
  else if (Pout_de_dn[1] == 1'b0)
    Color_cnt <= 3'd0;
  else if ((Color_trig == 1'b1) && (Pout_de_dn[1] == 1'b1))
    Color_cnt <= Color_cnt + 1'b1;
  else
    Color_cnt <= Color_cnt;
end
always @(posedge I_pxl_clk or negedge I_rst_n)
begin
  if(!I_rst_n)
    Color_bar <= 24'd0;
  else if(Pout_de_dn[2] == 1'b1)
    case(Color_cnt)
      3'd0  :  Color_bar  <=  WHITE  ;
      3'd1  :  Color_bar  <=  YELLOW ;
      3'd2  :  Color_bar  <=  CYAN   ;
      3'd3  :  Color_bar  <=  GREEN  ;
      3'd4  :  Color_bar  <=  MAGENTA;
      3'd5  :  Color_bar  <=  RED    ;
      3'd6  :  Color_bar  <=  BLUE   ;
      3'd7  :  Color_bar  <=  BLACK  ;
      default  :  Color_bar  <=  BLACK  ;
    endcase
  else
    Color_bar  <=  BLACK  ;
end
always @(posedge I_pxl_clk or negedge I_rst_n)
begin
  if(!I_rst_n)
    Net_h_trig <= 1'b0;
  else if (((De_hcnt[4:0] == 5'd0) || (De_hcnt == (I_h_res-1'b1))) && (Pout_de_dn[1] == 1'b1))
    Net_h_trig <= 1'b1;
  else
    Net_h_trig <= 1'b0;
end
always @(posedge I_pxl_clk or negedge I_rst_n)
begin
  if(!I_rst_n)
    Net_v_trig <= 1'b0;
  else if (((De_vcnt[4:0] == 5'd0) || (De_vcnt == (I_v_res-1'b1))) && (Pout_de_dn[1] == 1'b1))
    Net_v_trig <= 1'b1;
  else
    Net_v_trig <= 1'b0;
end
assign Net_pos = {Net_v_trig,Net_h_trig};
always @(posedge I_pxl_clk or negedge I_rst_n)
begin
  if(!I_rst_n)
    Net_grid <= 24'd0;
  else if(Pout_de_dn[2] == 1'b1)
    case(Net_pos)
      2'b00  :  Net_grid  <=  BLACK  ;
      2'b01  :  Net_grid  <=  WHITE  ;
      2'b10  :  Net_grid  <=  WHITE  ;
      2'b11  :  Net_grid  <=  WHITE  ;
      default  :  Net_grid  <=  BLACK  ;
    endcase
  else
    Net_grid  <=  BLACK  ;
end
always @(posedge I_pxl_clk or negedge I_rst_n)
begin
  if(!I_rst_n)
    Gray <= 24'd0;
  else
    Gray <= ((De_hcnt >= 256) && De_hcnt < 512) ? {rnd[23:0]} : {De_hcnt[7:0],De_hcnt[7:0],De_hcnt[7:0]};
end
always @(posedge I_pxl_clk or negedge I_rst_n)
begin
  if(!I_rst_n)
    Gray_d1 <= 24'd0;
  else
    Gray_d1 <= Gray;
end
assign Single_color = {I_single_b,I_single_g,I_single_r};
assign Data_sel = (I_mode[2:0] == 3'b000) ? Color_bar    :
                  (I_mode[2:0] == 3'b001) ? Net_grid     :
                  (I_mode[2:0] == 3'b010) ? Gray_d1      :
                  (I_mode[2:0] == 3'b011) ? Single_color : BLUE;
always @(posedge I_pxl_clk or negedge I_rst_n)
begin
  if(!I_rst_n)
    Data_tmp <= 24'd0;
  else
    Data_tmp <= Data_sel;
end
assign O_data_r = Data_tmp[ 7: 0];
assign O_data_g = Data_tmp[15: 8];
assign O_data_b = Data_tmp[23:16];
always @(posedge I_pxl_clk)
  rnd <= (rnd ^ (rnd << 13)) ^ ((rnd ^ (rnd << 13)) >> 17) ^ (((rnd ^ (rnd << 13)) ^ ((rnd ^ (rnd << 13)) >> 17)) << 5);
endmodule
==> flow/run.sh <==
#!/bin/bash
# OpenROAD 26Q1-2900-gdf79404cd8, Yosys 0.63+post, stock flow scripts
make -C /OpenROAD-flow-scripts/flow DESIGN_CONFIG=/design/flow/config.mk WORK_HOME=/design/flow/orfs finish
==> flow/config.mk <==
export PLATFORM = sky130hd
export DESIGN_NAME = testpattern
export DESIGN_NICKNAME = testpattern
export VERILOG_FILES = /design/flow/design.v
export SDC_FILE = /design/flow/constraint.sdc
export NUM_CORES = 4
export LEC_CHECK = 1
export CORE_UTILIZATION = 30
==> flow/constraint.sdc <==
current_design testpattern

set clk_period 8.7
set clk_io_pct 0.2

create_clock -name clk0 -period $clk_period [get_ports {I_pxl_clk}]

set non_clock_inputs [all_inputs -no_clocks]
set_input_delay [expr $clk_period * $clk_io_pct] -clock clk0 $non_clock_inputs
set_output_delay [expr $clk_period * $clk_io_pct] -clock clk0 [all_outputs]
==> datasheet_impl.txt <==
Implementation parameters

Parameter                              Value

Run status
  Result of the run .................. completed

Route
  Wire length per cell after detailed routing .................. 14.0 um
  Post-Route M1 WL .................. 15.8 mm
  Detailed router's first-iteration violation count .................. 753
  Vias .................. 10.9k
  Post-detailed-route count of antenna-violating nets .................. 0
  Drt first pass iters .................. 5
  Amount of wire on met3 after detailed routing .................. 1.59 mm
  Final routed DRC violation total .................. 0
  Sum of routed wire length over all layers .................. 32.2 mm
  Via density .................. 4.72
  Uppermost signal routing layer after detailed routing .................. met5
  Met2 layer wire length in the routed design .................. 14.3 mm

Final timing
  Final number of max-transition violations .................. 0
  Unrepaired setup endpoints after global routing .................. false
  Worst setup skew after layout .................. 0.0147 ns
  Final hold viol count .................. 0
  Time the worst path needs with I/O delays and setup .................. 6.28 ns
  Post-route fraction of the period consumed by the critical path .................. 72.2%
  Setup TNS .................. 0 ns
  Final Setup Violations .................. 0
  Transition at the pin with the smallest max-transition slack .................. 0.888 ns
  Max transition margin .................. 40.2%
  Peak Freq .................. 159 MHz

Floorplan
  Initial Util .................. 30.4%
  Chip Footprint .................. 46800 um2
  Die span in x .................. 216 um
  I/O pin cnt .................. 178
  Die Y-Extent .................. 216 um
  Number of placement rows .................. 78
  Area of the core region .................. 45400 um2

Yosys
  Post-synth ARST share .................. 83.2%
  FF+latch count, synth .................. 190
  Number of enable-type register cells in the synthesized netlist .................. 0
  Proportion of synthesized chip area in sequential cells .................. 33.4%
  Gate count of the mapped netlist .................. 1530
  Main flop type .................. sky130_fd_sc_hd__dfrtp_1
  Unique masters post-synth .................. 70
  Mapped Avg Cell Area .................. 9.00 um2
  Total cell area reported by yosys after synthesis .................. 13800 um2
  Cell total in the yosys stat output .................. 1530
  Synth Warn # .................. 1
  Cell Area, Synth .................. 13800 um2

Critical path
  CP Launch Type .................. primary input
  Required time of the critical path .................. 9.02 ns
  Worst reg2reg endpoint .................. V_cnt[6]
  Data arrival time of the critical path .................. 6.60 ns
  CP endpoint kind .................. register
  R2R setup slack .................. 5.67 ns
  Worst Setup Path Type .................. primary input to register
  Worst reg-to-reg path cell count .................. 12
  Critical path peak fanout .................. 4
  Worst reg2reg path startpoint .................. H_cnt[0]

CTS
  Post-CTS Hold Buffers .................. 0
  Insertion delay at the late pin of the worst-skew pair .................. 0.44 ns
  TritonCTS clock tree .................. yes
  Htree depth .................. 4
  Root Buffer Master .................. sky130_fd_sc_hd__clkbuf_16
  Number of buffers added for setup after CTS .................. 0
  Reg clk slew, reported paths .................. 0.07 ns
  Post-CTS sizing .................. 0
  Clk sinks .................. 190
  Deepest clock path buffer count .................. 2
  Inserted Clock Buffers .................. 17

Global routing
  Pin count of the biggest net entering global routing .................. 70
  Number of global-route vias before repair .................. 10.4k
  First-pass GRT wire length .................. 53.5 mm
  Grt ovf .................. 0
  Initial antenna violation count .................. 6
  Total track usage .................. 14.4%

Power
  PwrDens .................. 193 nW/um2
  Static Leakage .................. 0.00762 uW
  Sum of internal, switching and leakage power .................. 3250 uW
  VDD IR-drop max .................. 0.216 mV

Placed design
  HPWL reported at the end of detailed placement .................. 25.2 mm
  Global placer's final weighted congestion .................. 0.913
  Port-buffer cells .................. 177

Flow run
  Tool warnings .................. 27
  Max-capacitance violation count .................. 0

Worst hold path
  Number of cells on the worst hold path .................. 0
  Hold Path Sink .................. Gray_d1[20]
  Min-Delay Startpoint .................. Gray[20]
  Classification of the worst-slack hold path .................. register to register

Layout
  Layout cell share with drive strength beyond 1 .................. 4.57%
  Total of fill cells in the finished design .................. 4469
  Layout overhead on the synthesized area .................. 22.2%
==> how the worst max path moves through the flow <==
stage,from,endpoint,slack (ns),cells past startpoint
finish,I_h_sync[0],Pout_de_dn[0],2.42,24
global route,I_h_sync[0],Pout_de_dn[0],2.04,24
CTS,I_h_sync[0],Pout_de_dn[0],2.45,24
==> cell type report <==
type,count,area (um2),area share (%)
multi-input combinational,1208,8680,51.5
sequential,190,4610,27.4
clock inverter,14,195,1.16
tap,600,751,4.46
inverter,90,338,2.01
antenna,2,5.00,0.0297
timing repair buffer,185,1830,10.9
clock buffer,18,429,2.55
==> routing by layer <==
metal / GRT usage, % / vias to the layer above
met2: 22.7 / 227
met5: 0 / -
met3: 2.52 / 36
met4: 1.88 / 10
li1: - / 5636
met1: 21.5 / 4984
==> placed cells by master (no fill, tap or decap), types with 6 or more instances in the layout <==
| cell type | count |
|---|---|
| sky130_fd_sc_hd__and3_1 | 10 |
| sky130_fd_sc_hd__nand4_1 | 30 |
| sky130_fd_sc_hd__a211oi_1 | 9 |
| sky130_fd_sc_hd__dfrtp_1 | 148 |
| sky130_fd_sc_hd__a31oi_1 | 8 |
| sky130_fd_sc_hd__or3_1 | 9 |
| sky130_fd_sc_hd__ha_1 | 163 |
| sky130_fd_sc_hd__or2_2 | 11 |
| sky130_fd_sc_hd__a21boi_0 | 11 |
| sky130_fd_sc_hd__nor2b_1 | 29 |
| sky130_fd_sc_hd__nand2b_1 | 22 |
| sky130_fd_sc_hd__nor3_1 | 34 |
| sky130_fd_sc_hd__nand2_1 | 158 |
| sky130_fd_sc_hd__and2_1 | 10 |
| sky130_fd_sc_hd__o21a_1 | 13 |
| sky130_fd_sc_hd__a21o_1 | 40 |
| sky130_fd_sc_hd__xnor2_1 | 140 |
| sky130_fd_sc_hd__o21ai_0 | 90 |
| sky130_fd_sc_hd__clkbuf_16 | 17 |
| sky130_fd_sc_hd__nand3_1 | 33 |
| sky130_fd_sc_hd__o22ai_1 | 6 |
| sky130_fd_sc_hd__dfstp_2 | 10 |
| sky130_fd_sc_hd__xor2_1 | 81 |
| sky130_fd_sc_hd__o211ai_1 | 8 |
| sky130_fd_sc_hd__mux2i_1 | 28 |
| sky130_fd_sc_hd__buf_4 | 8 |
| sky130_fd_sc_hd__nor4_1 | 12 |
| sky130_fd_sc_hd__dfxtp_1 | 32 |
| sky130_fd_sc_hd__clkdlybuf4s50_1 | 176 |
| sky130_fd_sc_hd__a22oi_1 | 9 |
| sky130_fd_sc_hd__a21oi_1 | 71 |
| sky130_fd_sc_hd__inv_1 | 90 |
| sky130_fd_sc_hd__nor2_1 | 106 |
==> worst max-delay path, cell delays in order <==
cell                              delay [ns]
sky130_fd_sc_hd__clkdlybuf4s50_1        0.45
sky130_fd_sc_hd__ha_1                   0.26
sky130_fd_sc_hd__fa_1                   0.43
sky130_fd_sc_hd__a211oi_1               0.28
sky130_fd_sc_hd__o21ai_0                0.18
sky130_fd_sc_hd__a21o_1                 0.18
sky130_fd_sc_hd__a21oi_1                0.23
sky130_fd_sc_hd__o21bai_1               0.09
sky130_fd_sc_hd__a21oi_1                0.17
sky130_fd_sc_hd__xor2_1                 0.24
sky130_fd_sc_hd__ha_1                   0.27
sky130_fd_sc_hd__inv_1                  0.05
sky130_fd_sc_hd__ha_1                   0.26
sky130_fd_sc_hd__and2_1                 0.15
sky130_fd_sc_hd__o21ai_0                0.14
sky130_fd_sc_hd__o31ai_1                0.09
sky130_fd_sc_hd__nor2_1                 0.13
sky130_fd_sc_hd__xor2_1                 0.09
sky130_fd_sc_hd__ha_1                   0.31
sky130_fd_sc_hd__nand4_1                0.11
sky130_fd_sc_hd__nor3_1                 0.22
sky130_fd_sc_hd__nor3_1                 0.07
sky130_fd_sc_hd__a211o_1                0.30
sky130_fd_sc_hd__o2111a_1               0.14
==> kinds of logic after synthesis <==
logic type                 count (synthesis)  share of synthesized area, %
muxes                                     29                          2.12
adders and majority gates                172                          15.8
and+or+nand+nor                          485                          16.9
buffers and inverters                    132                          3.66
xor gates and xnor gates                 221                          14.1
DFF                                      190                          33.4
AOI/OAI and AO/OA                        301                          14.0
==> state kept, by name, indices dropped and copies added (netlist names) <==
register / flops
Gray: 24
H_cnt: 12
De_vcnt: 12
V_cnt: 12
O_hs: 1
Color_trig_num: 12
rnd: 32
O_vs: 1
Color_bar: 3
Net_h_trig: 1
Pout_hs_dn: 4
Net_grid: 1
De_hcnt: 12
Color_trig: 1
Net_v_trig: 1
Color_cnt: 4
Data_tmp: 24
Pout_de_dn: 5
Gray_d1: 24
Pout_vs_dn: 4
==> through the flow <==
step	instances	worst slack [ns]	hold slack (ns)	util, %	area, um2
2_1_floorplan	1530	2.92	0.331	-	13800
4_1_cts	2305	2.45	0.347	37.1	16800
3_3_place_gp	2273	2.05	0.334	35.7	16200
5_1_grt	2305	2.04	0.352	37.1	16800
3_5_place_dp	2273	2.00	0.335	35.7	16200
6_report	2307	2.42	0.344	37.1	16800
==> cells in the mapped netlist, drive strengths merged (6+ instances only) <==
cell type / count / area, um2
nor2b: 29 / 181
clkbuf: 35 / 131
buf: 7 / 35.0
and2: 12 / 80.1
a21o: 40 / 300
nor4: 12 / 75.1
nand4: 30 / 188
or2: 12 / 75.1
dfstp: 10 / 263
dfrtp: 148 / 3700
nor3: 35 / 180
a211oi: 11 / 92.6
a21boi: 11 / 82.6
nor2: 106 / 398
o22ai: 6 / 37.5
and3: 10 / 62.6
dfxtp: 32 / 641
a22oi: 9 / 67.6
a21oi: 71 / 355
o211ai: 8 / 60.1
o21ai: 92 / 460
o21a: 13 / 97.6
or3: 9 / 56.3
inv: 90 / 338
xor2: 81 / 709
nand2b: 22 / 138
mux2i: 28 / 280
nand2: 158 / 593
nand3: 33 / 165
xnor2: 140 / 1230
ha: 163 / 2040
a31oi: 8 / 50.1
==> where the power goes <==
group / internal (uW) / switching [uW] / total (uW)
clock: 441 / 374 / 815
combinational: 654 / 634 / 1290
sequential: 977 / 172 / 1150
total: 2070 / 1180 / 3250
Power and IR drop assume default switching activity.
